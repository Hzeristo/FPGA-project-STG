### run.sh
#!/bin/bash
# OpenROAD 26Q1-2900-gdf79404cd8, Yosys 0.63+post, stock flow scripts
make -C /OpenROAD-flow-scripts/flow DESIGN_CONFIG=/design/flow/config.mk WORK_HOME=/design/flow/orfs finish
### config.mk
export PLATFORM = sky130hd
export DESIGN_NAME = FSM
export DESIGN_NICKNAME = FSM
export VERILOG_FILES = /design/flow/design.v
export SDC_FILE = /design/flow/constraint.sdc
export NUM_CORES = 4
export LEC_CHECK = 1
export CORE_UTILIZATION = 40
### constraint.sdc
current_design FSM

set clk_period 5.7
set clk_io_pct 0.2

create_clock -name clk0 -period $clk_period [get_ports {clk}]

set non_clock_inputs [all_inputs -no_clocks]
set_input_delay [expr $clk_period * $clk_io_pct] -clock clk0 $non_clock_inputs
set_output_delay [expr $clk_period * $clk_io_pct] -clock clk0 [all_outputs]
### design.v
module FSM(
    input clk, hard_reset,
    input enter, bomb,
    input collision,
    input die,
    output reg [3:0] num_bomb,
    output reg [3:0] num_life,
    output reg [3:0] game_state,
    output reg game_en,
    output reg game_reset
);
localparam Initial = 4'b0000;
localparam Start = 4'b0001;
localparam Play = 4'b0010;
localparam Collision = 4'b1010;
localparam Bomb = 4'b0110;
localparam Success = 4'b1000;
localparam Gameover = 4'b1001;
reg [3:0] num_bomb_next;
reg [3:0] num_life_next;
reg [3:0] game_state_next;
reg game_en_next, enter_reg, bomb_reg;
reg [31:0] timeout_reg, timeout_next;
wire enter_posedge = enter & ~enter_reg;
wire bomb_posedge = bomb & ~bomb_reg;
initial begin
    game_state <= Initial;
    timeout_reg <= 2000;        
    num_life <= 3;
    num_bomb <= 3;
	game_en  <= 0;
    enter_reg <= 0;
    bomb_reg <= 0;
end
always @(posedge clk or posedge hard_reset)
	if(hard_reset) begin
		enter_reg <= 0;
        bomb_reg <= 0;
		game_state <= Initial;				 
		timeout_reg <= 2000_0000;			 
		num_life <= 3;
        num_bomb <= 3;
		game_en  <= 0;
	end
	else begin
		enter_reg <= enter;
        bomb_reg <= bomb;
		game_state <= game_state_next;
		timeout_reg <= timeout_next;
		num_life <= num_life_next;
		num_bomb <= num_bomb_next;
		game_en <= game_en_next;
	end
always @* begin
    game_state_next = game_state;
    timeout_next = timeout_reg;
    num_life_next = num_life;
    num_bomb_next = num_bomb;
    game_en_next = game_en;
    game_reset = 0;
    case(game_state)
    Initial: begin
        if(timeout_reg > 0) begin
            timeout_next = timeout_reg - 1;
        end
        else begin
            game_state_next = Start;
        end
    end
    Start: begin
        if(enter_posedge) begin						
			game_en_next = 1;             	
			game_reset = 1;            		
			game_state_next = Play; 
		end
    end
    Play: begin
        game_en_next = 1;
        if(bomb_posedge && num_bomb > 0) begin
            num_bomb_next = num_bomb - 1;
            game_state_next = Bomb;
            timeout_next = 4000_0000_0;
        end	
        if(die) begin
            game_state_next = Success;
        end
		if(collision) begin				
			if(num_life == 0) begin    	
				num_life_next = num_life - 1;	
				game_en_next = 0;          	
				game_state_next = Gameover;
			end
			else begin
				num_life_next = num_life - 1; 	
				game_state_next = Collision;
				timeout_next = 2000_0000_0; 	
			end
		end
	end
    Collision: begin
        if(bomb && num_bomb > 0) begin
            num_bomb_next = num_bomb - 1;
            game_state_next = Bomb;
            timeout_next = 2000_0000_0;
        end
        if(die) begin
            game_state_next = Success;
        end						
		if(timeout_reg > 0)              	
			timeout_next = timeout_reg - 1;	
		else 
			game_state_next = Play;   			
	end
    Bomb: begin
        if(die) begin
            game_state_next = Success;
        end
        if(timeout_reg > 0) begin
            timeout_next = timeout_reg - 1;
        end
        else begin
            game_state_next = Play;
        end
    end
    Success: begin
        if(enter_posedge) begin        			
			num_life_next = 3;
            num_bomb_next = 3;         
            timeout_next = 0;
            game_en_next = 0;
            game_state_next = Initial;
            game_reset = 1; 	             			       			
		end
    end
    Gameover: begin
		if(enter_posedge) begin            			
			num_life_next = 3;
            num_bomb_next = 3;
            timeout_next = 0;  
            game_en_next = 0;           			
			game_state_next = Initial;		
			game_reset = 1;          			
		end
	end
	endcase
end
endmodule
==> CHANGELOG.md <==
## Implementation

* H-tree levels at 2
* Arr. time, crit path at 3.13 ns
* Min-delay src: timeout_reg[21]$_DFFE_PP1P_
* P_sw at 0.913 mW
* Residual DRC at 0
* Clock skew at 0.0108 ns
* Endpoints failing setup at 0
* Register area share after synthesis at 38.4%
* Final cell count without fillers at between 400 and 500
* R2r worst-path depth at 7
* Reg-to-Reg End: timeout_reg[31]$_DFFE_PP0P_
* RR Startpoint: game_state[2]$_DFFE_PP0P_
* Total power at 1.92 mW
* Yosys cell count at 377
* Worst Setup Start Kind: primary input
* Overflow after GRT at 0
* CP Class: in2out
* Area of the core at about 7400 um^2
* Layout cell share with drive strength beyond 1 at ~9.2%
* Crit end category: output port
* CTS tree: built
* Status: completed
* Clock Sinks at 47
* Pins Over Slew Limit at 0
* Final core occ at 46.8%
* Required @ worst endpoint at roughly 4.6 ns
* Hold Crit Class: reg2reg
* Slew HR at about half
* Clock network power share at 10.5%
* CTS Buf Count at 5
* DP Wirelength at around 5400 um
* Placed cell count at 482
* Worst-margin pin slew at ~0.75 ns
* Buffers on Ports at 19
* Synthesized area per cell at roughly 8.2 um^2
* CTS root buf: clkbuf_8
* DR vias at 2804
* Min-Delay Path Depth at 2
* Switching share of power at 47.7%
* Reg-to-reg setup timing slack at 2.52 ns
* Post-synth EDFFs at 0
* Max Root-Sink Buffers at 2
* Tool Warnings at 28
* Yosys Warn Count at 1
* Hold EP: timeout_reg[21]$_DFFE_PP1P_
* CTS resizes at 0
* Yosys stat area at about 3100 um^2
* Ports at 20
* Cell Rows at 31
* Fmax at 0.234 GHz
* Clock-pin slew on the worst setup and hold paths at 0.08 ns
* Max IR drop VDD at 0.217 mV
* Final WL at 7650 um
* Pwr/cell area at 556 nW/um^2
* Init Core Util at between 40% and 50%
* Die X at around 90 um
* Global routing's busiest layer: met1
* Clk ins delay skew pair at 0.30 ns
* Max-Cap Viols at 0
* DR WL/cell at 15.6 um
* Antenna cells at 0
* Final Hold Slack at 0.513 ns
* Int Pwr at 1.00 mW
* Post-synth cell types at 68
* GP Congestion at 0.915
* Vert. Die Dim at 90.1 um
* Sequential Power Share at between 30% and 40%
* Min Tclk post-route at 4.27 ns
* Largest net degree at the start of global routing at ~48
* Fill cells at 707
* Drt via density at 5.72
* Ys async rst share at 100%
* Max reg flops at 32
* 1st-iter DRT viols at 205
* Largest fanout on the critical path at 6
* Final period utilization at 74.8%
* Setup TNS at 0 ns
* Comb power frac at 56.1%
* Top_reg_cell synth: dfrtp_1
* Mapped Cells at 377
* RSZ-0062 raised after global routing: false
* Cts hold-fix bufs at 0
* Most frequent logic cell in the layout: nor2_1
* Chip area at 8110 um^2
* Post-CTS Setup Inserts at 0
* Met2 usage at 30.2%
* M1 GR Usage at 32.7%
* Static Leak at 1.36 nW
* Vias in the first global route at between 2000 and 3000
* Grt met3 use at ~2.7%
* Initial antenna violation count at 0
* Endpoints failing hold at 0
* Most frequent cells in the layout: nor2_1, o21ai_0, dfrtp_1
* Global-route wire length before repair at 13100 um
* Antenna Nets Post-Route at 0
* Synthesis-to-finish area growth at 11.0%
* Ys flops at 47
* Drt pass-1 iters at 4
* Post-synth design cell area at roughly 3100 um^2
* GRT Overall Usage at 20.0%
==> worst max-delay path, stage by stage <==
cell	delay, ns
clkdlybuf4s50_1	0.52
nand3b_1	0.24
a32oi_1	0.40
nand2_1	0.12
nor2_1	0.21
clkdlybuf4s50_1	0.50
==> cells in the mapped netlist, drive strengths merged (3+ instances only) <==
cell / number / share of area, %
a31oi: 9 / 1.8
a211oi: 4 / 0.97
o22ai: 3 / 0.81
inv: 13 / 1.6
or2: 3 / 0.60
ha: 6 / 2.4
o31ai: 5 / 1.2
buf: 9 / 1.4
dfrtp: 35 / 28
nand2: 28 / 3.5
nor4: 9 / 2.2
nand3: 10 / 1.6
or3: 10 / 2.2
nor3b: 3 / 0.89
nor2b: 4 / 0.81
nor2: 53 / 6.4
o21ai: 52 / 8.5
dfstp: 12 / 10
o41ai: 4 / 1.1
nand2b: 10 / 2.0
nor3: 16 / 2.9
a21o: 4 / 0.97
o21a: 5 / 1.2
clkbuf: 6 / 0.77
and2: 3 / 0.60
o21bai: 4 / 0.97
or4: 4 / 1.2
a21oi: 16 / 2.6
==> cells by family after synthesis <==
kind of cell    Yosys count  share of synthesized area [%]
mux                       3                           1.01
flops                    47                           38.4
buf+inv                  28                           3.75
xor+xnor                  3                          0.847
compound gates          124                           25.2
fa+ha+maj                 7                           2.74
simple gates            165                           28.1
==> worst max-delay path by stage <==
stage,from,to,slack (ns),cells after the start
global route,bomb,game_reset,1.25,6
CTS,bomb,game_reset,1.47,6
finish,bomb,game_reset,1.43,6
==> power groups by stage <==
stage	combinational [mW]	sequential [mW]	clock (mW)
4_1_cts	1.08	0.640	0.209
5_1_grt	1.21	0.668	0.224
6_report	1.07	0.641	0.201
==> metrics by stage <==
step | cell area, um^2 | setup slack [ns]
floorplan | 3100 | 2.74
global placement | 3360 | 1.57
detailed placement | 3360 | 1.47
CTS | 3450 | 1.47
global route | 3450 | 1.25
finish | 3450 | 1.43
==> cell type report <==
cell class                 instances  area, um^2  area share, %
timing repair buffer              21         205           5.95
tap                               99         124           3.59
sequential                        47        1190           34.6
clock inverter                     1        5.00          0.145
inverter                          13        48.8           1.42
clock buffer                       7        76.3           2.21
multi-input combinational        302        1800           52.1
==> layer usage <==
metal,vias to the layer above,wire length [um]
li1,1411,-
met1,1344,3850
met2,42,3480
met3,7,262
met4,0,59
met5,-,0
Power figures rest on the tool's default switching activity, not on a simulated workload.
